$ cat design.v
`timescale 1ns / 1ns  
module part3(SW, HEX0);
	input [3:0] SW;
	output [6:0] HEX0;
	hex_decoder decode(SW, HEX0);
endmodule
module hex_decoder(c, display);
	input [3:0] c;
	output [6:0] display;
	assign display[0] = ~((c[3]|c[2]|c[1]|~c[0]) & (c[3]|~c[2]|c[1]|c[0]) & (~c[3]|c[2]|~c[1]|~c[0]) & (~c[3]|~c[2]|c[1]|~c[0]));
	assign display[1] = ~((c[3]|~c[2]|c[1]|~c[0]) & (c[3]|~c[2]|~c[1]|c[0]) & (~c[3]|c[2]|~c[1]|~c[0]) & (~c[3]|~c[2]|c[1]|c[0]) & (~c[3]|~c[2]|~c[1]|c[0]) & (~c[3]|~c[2]|~c[1]|~c[0]));
	assign display[2] = ~((c[3]|c[2]|~c[1]|c[0]) & (~c[3]|~c[2]|c[1]|c[0]) & (~c[3]|~c[2]|~c[1]|c[0]) & (~c[3]|~c[2]|~c[1]|~c[0]));
	assign display[3] = ~((c[3]|c[2]|c[1]|~c[0]) & (c[3]|~c[2]|c[1]|c[0]) & (c[3]|~c[2]|~c[1]|~c[0]) & (~c[3]|c[2]|c[1]|~c[0]) & (~c[3]|c[2]|~c[1]|c[0]) & (~c[3]|~c[2]|~c[1]|~c[0]));
	assign display[4] = ~((c[3]|c[2]|c[1]|~c[0]) & (c[3]|c[2]|~c[1]|~c[0]) & (c[3]|~c[2]|c[1]|c[0]) & (c[3]|~c[2]|c[1]|~c[0]) & (c[3]|~c[2]|~c[1]|~c[0]) & (~c[3]|c[2]|c[1]|~c[0]));
	assign display[5] = ~((c[3]|c[2]|c[1]|~c[0]) & (c[3]|c[2]|~c[1]|c[0]) & (c[3]|c[2]|~c[1]|~c[0]) & (c[3]|~c[2]|~c[1]|~c[0]) & (~c[3]|~c[2]|c[1]|~c[0]));
	assign display[6] = ~((c[3]|c[2]|c[1]|c[0]) & (c[3]|c[2]|c[1]|~c[0]) & (c[3]|~c[2]|~c[1]|~c[0]) & (~c[3]|~c[2]|c[1]|c[0]));
endmodule
$ cat run.sh
#!/bin/bash
# OpenROAD 26Q1-2900-gdf79404cd8, Yosys 0.63+post, stock flow scripts
make -C /OpenROAD-flow-scripts/flow DESIGN_CONFIG=/design/flow/config.mk WORK_HOME=/design/flow/orfs finish
$ cat config.mk
export PLATFORM = sky130hd
export DESIGN_NAME = part3
export DESIGN_NICKNAME = part3
export VERILOG_FILES = /design/flow/design.v
export SDC_FILE = /design/flow/constraint.sdc
export NUM_CORES = 4
export LEC_CHECK = 1
export CORE_AREA = 10 10 70 70
export DIE_AREA = 0 0 80 80
$ cat constraint.sdc
current_design part3

set clk_period 1.3
set clk_io_pct 0.2

create_clock -name clk0 -period $clk_period

set non_clock_inputs [all_inputs -no_clocks]
set_input_delay [expr $clk_period * $clk_io_pct] -clock clk0 $non_clock_inputs
set_output_delay [expr $clk_period * $clk_io_pct] -clock clk0 [all_outputs]
==> flow_summary_export.csv <==
group,metric,value,unit
sta,fin_ws,-0.0884,ns
sta,fmax,720,MHz
power_and_ir_drop,intPower,71.8,uW
run_status,outcome,"complete, but fails checks",
route,via_per_inst,3.13,
route,drtPass1Iterations,2,
place,dp.final_hpwl,619,um
layout,fillers,397,
synth,common_cells,"o211ai_1, or4b_1",
route,drc,0,
setup_path,crit_chain,"buf_8 -> or4b_4 -> o211ai_1 -> buf_2",
setup_path,cp_max_fo,8,
route,ant_nets,0,
floorplan,num_rows,21,
power_and_ir_drop,swShare,0.378,
layout,comb_area,213,um^2
sta,hold_violations,0,
route,antenna-diode-count,0,
run_status,violations,"setup timing",
power_and_ir_drop,powerDensity,266,nW/um^2
route,vias,288,
route,drt_iter0_drc,7,
power_and_ir_drop,clkPwrFrac,0,
synth,ys_area,241,um^2
power_and_ir_drop,power_leakage,0.000179,uW
synth,syn_area_per_cell,7.55,um^2
route,routed_wirelength,728,um
floorplan,core_area,3420,um^2
setup_path,crit_arrival,1.13,ns
synth,ys_types,22,
grt,grt_max_degree,12,
setup_path,crit_path_top_delay_cell,"or4b_4",
sta,maxSlewHeadroom,0.888,
sta,drv_slew,0,
route,wire_per_inst,7.91,um
synth,ys_seq_frac,0,
place,routabilityCongestion,0.806,
floorplan,die_area,6400,um^2
worst_hold_path,hold_path_class,"in -> out",
flow_run,warning_count,34,
sta,rsz0062_at_grt,"true",
sta,min_period,1.39,ns
setup_path,crit_required,1.04,ns
synth,syn_inst,32,
grt,track_usage,0.0222,
synth,yosysTopAreaCell,"or4b_1",
setup_path,worst_setup_path_end_kind,"output pin",
place,port-buffer-count,11,
layout,clkbuf_count,0,
synth,yosysWarningCount,0,
floorplan,chipWidth,80,um
setup_path,path_class,"in -> out",
grt,grt_pass1_vias,272,
sta,finalSetupTns,-0.233,ns
floorplan,ioPinCount,11,
grt,antenna_found_initial,0,
synth,synth.top_cell.area_share,0.124,
layout,regArea,0,um^2
grt,grt_overflow,0,
power_and_ir_drop,p_sw,43.7,uW
power_and_ir_drop,vdd_ir_drop_max,0.0000228,V
setup_path,max_stage_delay,0.53,ns
layout,utilization,0.127,
grt,grt_pass1_wl,1240,um
floorplan,fp_util,0.0707,
power_and_ir_drop,pwr-share-comb,1.000,
clock_network,postCtsSetupBuffers,0,
power_and_ir_drop,p_seq_frac,0,
synth,syn_area,241,um^2
floorplan,die_h,80,um
sta,fin_crit_sh,1.07,
sta,worst_pin_slew,0.167,ns
sta,finalSetupViolCount,4,
power_and_ir_drop,power,115,uW
layout,areaGrowthSynthToFinish,79.8,%
synth,synth-cells-yosys,32,
flow_run,drv_cap,0,
layout,layout-drive-gt1-share,0.435,
setup_path,startpoint_type,"input port",
synth,area_leaders,"or4b_1, buf_6, o211ai_1",
sta,whs,0.895,ns
layout,flops,0,
[power groups by stage]
| stage | clock network [uW] | logic (uW) | registers [uW] |
|---|---|---|---|
| 6_report | 0 | 115 | 0 |
| 5_1_grt | 0 | 128 | 0 |
| 4_1_cts | 0 | 115 | 0 |
[final timing paths]
kind | startpoint | end | depth (start not counted) | slack [ns]
setup / recovery | SW[1] | HEX0[3] | 4 | -0.09
hold / removal | SW[3] | HEX0[4] | 4 | 0.89
[layer usage]
layer / routed length, um / global-route usage / vias up
met5: 0 / 0 / -
met4: 0 / 0.00352 / 0
met3: 0 / 0 / 0
met2: 493 / 0.0514 / 0
met1: 235 / 0.0198 / 136
li1: - / - / 152
[cells by family after synthesis]
kind of cell / count (synthesis) / synth area share
buffers and inverters: 5 / 0.150
AOI/OAI and AO/OA: 9 / 0.264
and+or+nand+nor: 16 / 0.513
xor gates and xnor gates: 2 / 0.0726
[placed cells by master (no fill, tap or decap), types with 2 or more instances in the layout]
cell type and count:
or4b_4 2, o211ai_1 3, buf_6 6, or4bb_1 2, nand2_1 2, buf_4 3, nand3_1 2, buf_2 7
[worst max-delay path, delay by kind of cell]
kind	cells	cell delay, ns
and+or+nand+nor	1	0.53
buffers and inverters	2	0.23
AOI/OAI and AO/OA	1	0.10
[final cells by class]
cell class,count,area share
tap,46,0.133
multi-input combinational,27,0.490
inverter,1,0.00865
timing repair buffer,18,0.369
[timing repair]
| action | 4_1_cts | 5_1_grt |
|---|---|---|
| setup endpoints to repair | 7 | 5 |
| pin swaps | 10 | 2 |
| hold buffers | 0 | 0 |
| resized | 54 | 2 |
[per-stage QoR]
stage / std cells / setup slack, ns / cell area [um^2]
after CTS: 92 / -0.0972 / 425
after detailed placement: 92 / -1.03 / 429
final: 92 / -0.0884 / 434
after global routing: 92 / -0.119 / 434
after floorplan: 32 / 0.107 / 241
after global placement: 92 / -1.02 / 429
Power is estimated from default activity; no workload was simulated.
