<file path="design/flow/config.mk">
export PLATFORM = sky130hd
export DESIGN_NAME = part2
export DESIGN_NICKNAME = part2
export VERILOG_FILES = /design/flow/design.v
export SDC_FILE = /design/flow/constraint.sdc
export NUM_CORES = 4
export LEC_CHECK = 1
export CORE_AREA = 10 10 70 70
export DIE_AREA = 0 0 80 80
</file>
<file path="design/flow/constraint.sdc">
current_design part2

set clk_period 3.9
set clk_io_pct 0.2

create_clock -name clk0 -period $clk_period

set non_clock_inputs [all_inputs -no_clocks]
set_input_delay [expr $clk_period * $clk_io_pct] -clock clk0 $non_clock_inputs
set_output_delay [expr $clk_period * $clk_io_pct] -clock clk0 [all_outputs]
</file>
<file path="design/flow/design.v">
`timescale 1ns / 1ns  
module part2(a, b, c_in, s, c_out);
	input [3:0] a, b;
	input c_in;
	output [3:0] s;
	output [3:0] c_out;
	fullAdder bit0(a[0], b[0], c_in, s[0], c_out[0]);
    fullAdder bit1(a[1], b[1], c_out[0], s[1], c_out[1]);
    fullAdder bit2(a[2], b[2], c_out[1], s[2], c_out[2]);
	fullAdder bit3(a[3], b[3], c_out[2], s[3], c_out[3]);
endmodule
module fullAdder(a, b, cin, s, cout);
	input a, b, cin;
	output s, cout;
	assign s = cin^a^b;
	assign cout = (a&b) | (cin&a)| (cin&b);
endmodule
</file>
<file path="design/flow/run.sh">
#!/bin/bash
# OpenROAD 26Q1-2900-gdf79404cd8, Yosys 0.63+post, stock flow scripts
make -C /OpenROAD-flow-scripts/flow DESIGN_CONFIG=/design/flow/config.mk WORK_HOME=/design/flow/orfs finish
</file>
==> run_results.csv <==
group,metric,value,unit
finish,ff_count,0,
grt,grt_max_degree,4,
die,coreArea,3416,um2
logic_synthesis,ys_cells,18,
finish,mostFrequentLayoutCells,"clkdlybuf4s50_1, inv_1, fa_2",
logic_synthesis,ys_types,5,
setup_path,critical_path_class,"in -> out",
routing,routed_wl,465,um
pwr,power_density,126.9,nW/um2
placement,port_buffers,17,
logic_synthesis,ys.warnings.count,0,
finish,drive_gt1_frac,0.07407,
logic_synthesis,synth_chip_area,172.7,um2
routing,wire_per_inst,6.370,um
worst_hold_path,min_to,"s[0]",
routing,via_per_inst,1.781,
setup_path,worst_setup_path_end_kind,"primary output",
finish,seqCellArea,0,um2
die,io-pin-count,17,
logic_synthesis,syn_inst,18,
worst_hold_path,hold_class,"in -> out",
routing,ant_nets,0,
setup_path,critPathLaunch,"a[0]",
timing,timing.final.crit_share,0.9667,
setup_path,crit_required,3.12,ns
grt,grt_pass1_wl,662,um
setup_path,path_max_fanout,3,
logic_synthesis,yosysSeqAreaShare,0,
logic_synthesis,avgSynthCellArea,9.593,um2
worst_hold_path,hold_path_depth,5,
routing,drc,0,
timing,report.final.slew_viol_count,0,
timing,tns,0,ns
die,row_count,21,
routing,num_vias,130,
finish,fill_cells,404,
setup_path,cp-start-kind,"input pin",
timing,hold_viol,0,
finish,layout_top_cell,"clkdlybuf4s50_1",
die,die.size.y,80,um
timing,finalSetupViolCount,0,
grt,antenna_found_initial,0,
timing,grt_setup_unrepaired,"no",
die,die_w,80,um
routing,antenna_cells,0,
timing,slew_headroom,0.9284,
outcome,outcome,"completed",
routing,first_pass_iters,1,
logic_synthesis,netlist_area,172.7,um2
die,dieArea,6400,um2
job,warnings,32,
setup_path,cp_data_arrival_time,2.99,ns
timing,timing.hold.ws,2.602,ns
grt,grt.total_usage,0.01323,
grt,grt_pass1_vias,138,
placement,dp_hpwl,453.3,um
grt,grt-ovfl-total,0,
timing,final.min_clock_period,3.770,ns
pwr,p_leak,0.1307,nW
placement,place.gp.congestion,0.7957,
timing,tightest_slew,0.1071,ns
worst_hold_path,hp-start,"c_in",
placement,placed_area,340.3,um2
timing,timing.fmax,265.3,MHz
finish,nClkBuffers,0,
job,cap_violations,0,
pwr,peakVddDrop,0.00004423,V
finish,final_cell_area,345.3,um2
placement,dpl.cell_count,73,
routing,drtIter0Drc,0,
finish,finalNonFillerCells,73,
finish,area_delta_synth_final,100.0,%
die,initCoreUtil,0.05055,
[logic make-up (layout without fill, tap and decap cells)]
| family | after synthesis | count (layout) | share of synthesized area |
|---|---|---|---|
| adders and majority gates | 4 | 4 | 0.4058 |
| xor gates and xnor gates | 1 | 1 | 0.1377 |
| buffers and inverters | 13 | 22 | 0.4565 |
[metrics by stage]
stage / worst slack (ns) / utilization / total power [mW]
CTS: 0.02298 / 0.1004 / 0.04521
global placement: -0.005903 / 0.09963 / 0.04435
finish: 0.1300 / 0.1011 / 0.04383
detailed placement: -0.02342 / 0.09963 / 0.04447
global route: 0.001721 / 0.1011 / 0.04951
floorplan: 0.7925 / - / 0.02402
[critical path, cell delays in order]
cell and delay [ns]:
clkdlybuf4s50_1 0.40, inv_1 0.08, fa_1 0.16, inv_1 0.06, fa_2 0.37, fa_2 0.37
maj3_1 0.35, clkdlybuf4s50_1 0.42
[Yosys cell counts, drive strengths merged]
| master | n | area [um2] |
|---|---|---|
| buf | 8 | 60.06 |
| fa | 3 | 60.06 |
| inv | 5 | 18.77 |
| maj3 | 1 | 10.01 |
| xor3 | 1 | 23.77 |
[layout make-up]
type                            instances  area (um2)  share of cell area
Timing Repair Buffer                   17       170.2              0.4928
Multi-Input combinational cell          5       98.84              0.2862
Inverter                                5       18.77             0.05435
Tap cell                               46       57.56              0.1667
[power by group]
part	switching (mW)	total, mW	internal (mW)
sequential	0	0	0
combinational	0.0103	0.0438	0.0335
clock	0	0	0
total	0.0103	0.0438	0.0335
[worst max path at each step]
stage               to  slack, ns  cells after the start
CTS           c_out[3]       0.02                      8
global route  c_out[3]      0.002                      8
finish        c_out[3]       0.13                      8
[layer usage]
metal	vias up	GRT usage	wire length (um)
li1	62	-	-
met1	51	0.01874	240
met2	17	0.01284	75
met3	0	0.01477	149
met4	0	0	0
met5	-	0	0
[timing repair]
item	4_1_cts	5_1_grt
cloned	0	0
hold buffers	0	0
pin swaps	0	0
gates resized	1	1
buffers inserted	0	0
endpoints found under the setup margin	1	1
Power and IR drop assume default switching activity.
